## flow/config.mk

```make
export PLATFORM = sky130hd
export DESIGN_NAME = mem_t
export DESIGN_NICKNAME = mem_t
export VERILOG_FILES = /design/flow/design.v
export SDC_FILE = /design/flow/constraint.sdc
export NUM_CORES = 4
export LEC_CHECK = 1
export CORE_UTILIZATION = 40
export SYNTH_MEMORY_MAX_BITS = 65536
```

## flow/constraint.sdc

```tcl
current_design mem_t

set clk_period 32.2
set clk_io_pct 0.2

create_clock -name clk0 -period $clk_period [get_ports {clk}]

set non_clock_inputs [all_inputs -no_clocks]
set_input_delay [expr $clk_period * $clk_io_pct] -clock clk0 $non_clock_inputs
set_output_delay [expr $clk_period * $clk_io_pct] -clock clk0 [all_outputs]
```

## flow/design.v

```verilog
module mem_t (clk, addr, ce, sel, pwrite, wr_data, rd_data);
input clk, ce, sel, pwrite;
input [7:0] addr;
input [31:0] wr_data;
output reg [31:0] rd_data;
integer i;
reg [31:0] mem [0:255];
always @ (posedge clk) 
if (ce && (~sel)) 
begin
   if (!pwrite) 
       rd_data <= mem[addr];
   else if (pwrite) 
       mem[addr] <= wr_data;
end
endmodule
```

## flow/run.sh

```bash
#!/bin/bash
# OpenROAD 26Q1-2900-gdf79404cd8, Yosys 0.63+post, stock flow scripts
make -C /OpenROAD-flow-scripts/flow DESIGN_CONFIG=/design/flow/config.mk WORK_HOME=/design/flow/orfs finish
```

==> Slide: Implementation Results <==
Synthesis and Place & Route Summary

Power and ir drop
  • PwrDens: 61.2 mW/mm²
  • Sequential share of power: 54.3%
  • Worst IR Drop VDD: 0.0627 mV
  • Switch share: 21.4%
  • Power Internal: 17.0 mW
  • P_leak: 108 nW
  • NetSw: 4.65 mW
  • Part of the power in the clock network: 40.9%
  • Comb power frac: 4.8%

GRT
  • Antenna violations before repair: 51
  • Largest net degree at the start of global routing: 105
  • Grt total ovfl: 0
  • Global-route wire length before repair: 1240000 µm
  • All-Layer GR Usage: 25.5%
  • Vias in the first global route: 161972

Yosys
  • Unique cell types: 21
  • Gate count of the mapped netlist: 13068
  • Top cells by area: edfxtp_1 80%, mux4_2 15%, a22oi_1 2.5%
  • Ys Warns: 1
  • Post-Synthesis Cell Area: 0.309 mm²
  • Yosys stat area: 0.309 mm²
  • Yosys Instances: 13068
  • Post-synth top area cell: edfxtp_1
  • Area leader share: 79.8%
  • Synth flops: 8224
  • Average size of a mapped cell: 23.7 µm²
  • Seq/Total Area, Yosys: 79.8%

Min path
  • Worst hold path startpoint: mem[83][22]
  • Worst hold path class: flop to flop

Placement
  • GPL Wtd Cong: 0.884
  • Cell Area, Placed: 0.330 mm²
  • PortBufs: 75
  • Post-DP HPWL: 524000 µm
  • Place WS: 17.67 ns

Clock tree
  • Clock root buffer master: clkbuf_16
  • Hold_buf cts: 0
  • Post CTS Setup Buffer Count: 0
  • Num CTS Buffers: 798
  • Clock latency (worst-skew pair): 1.16 ns
  • CTS HTree Levels: 6
  • Post-CTS sizing: 0
  • Sink Count: 8224
  • Max clock buf depth: 4
  • Clk slew on worst S/H paths: 0.06 ns
  • CTS tree: built

Final timing
  • Fin Clk Skew: 0.0664 ns
  • Final min period: 13.16 ns
  • Fmax: 0.0760 GHz
  • Final setup TNS: 0 ns
  • Max_slew headroom: 2.46%
  • Final hold violations: 0
  • Final setup fails: 0
  • Setup WS post-layout: 19.04 ns
  • RSZ-0062 raised after global routing: no
  • Tcrit/Tclk final: 40.9%
  • Hold WS: 1.00 ns
  • Slew Limit Fails: 0
  • Worst-Margin Slew: 1.46 ns

Detailed routing
  • Initial DRC count: 10258
  • Vias per cell: 5.85
  • Routed vias: 146125
  • Drt pass-1 iters: 7
  • Drt wl/cell: 35.7 µm
  • DRC Markers: 0
  • Post-DRT Antenna Nets: 0
  • Detailed Route WL: 892000 µm

Layout
  • Logic area: 0.0619 mm²
  • Commonest Layout Cell: edfxtp_1
  • Register Area: 0.247 mm²
  • Layout cell share with drive strength beyond 1: 30.1%
  • Final core occ: 46.1%
  • Design area: 0.354 mm²
  • Layout overhead on the synthesized area: 14.6%
  • Most frequent cells in the layout: 8224 x edfxtp_1, 2048 x mux4_2, 1024 x a22oi_1
  • Fill count: 61897

Die
  • Fp_density: 40.2%
  • Num rows: 322
  • IO Count: 76
  • Chip area: 0.777 mm²
  • Die W: 881 µm
  • Die y size: 881 µm
  • Core area: 0.770 mm²

Critical path
  • CP Launch Type: primary input
  • Critical Path, Cell by Cell: buf_16 -> buf_4 -> buf_4 -> buf_4 -> buf_4 -> buf_4 -> buf_4 -> buf_4 -> buf_4 -> buf_4 -> mux4_2 -> a22oi_1 -> a21oi_1 -> buf_4 -> o41ai_1 -> buf_4 -> nand4_1
  • Worst setup startpoint: addr[0]
  • Slowest stage delay, CP: 0.69 ns
  • Worst Path Max Fanout: 63
  • FF-to-FF Start: mem[175][29]
  • Crit Path Class: primary input to flop
  • Critical Path End Type: flop
  • Crit-path most repeated cell: buf_4
  • Slowest cell on crit path: buf_4
  • Worst EP arrival: 13.99 ns
  • CP Data Required Time: 33.03 ns

Flow run
  • Max-Cap Viols: 0
  • OpenROAD warning count: 34

Status
  • Status: finished clean
## power groups by stage
stage	logic (mW)	registers [mW]	clock network (mW)
final	1.04	11.8	8.87
after global routing	1.10	11.8	9.39
after CTS	1.04	11.8	8.99
## layer usage
| metal | global-route usage (%) | part of all wire, % | up-vias |
|---|---|---|---|
| li1 | - | - | 59036 |
| met2 | 35.1 | 45 | 10969 |
| met3 | 24.0 | 21 | 1578 |
| met1 | 27.0 | 28 | 74457 |
| met5 | 3.24 | 0.38 | - |
| met4 | 9.63 | 5.3 | 85 |
## cell families (layout without fill, tap and decap cells)
family / count (synthesis) / count (layout) / share of synthesized area [%]
DFF: 8224 / 8224 / 79.8
muxes: 2048 / 2048 / 14.9
AOI/OAI and AO/OA: 1664 / 1664 / 3.68
buffers and inverters: 790 / 2471 / 1.12
and+or+nand+nor: 342 / 342 / 0.455
other: 0 / 19 / 0
## cells in the mapped netlist (all sizes together)
cell / n
a22oi: 1024
a21oi: 512
or2: 1
nand2: 33
nor2: 259
and2: 3
inv: 2
mux4: 2048
nand4: 32
nand2b: 2
buf: 309
o41ai: 128
nor3b: 1
clkbuf: 479
nor2b: 6
nand3b: 1
nor3: 4
edfxtp: 8224
## final cells by class
class                           count  area share [%]
Antenna cell                       19          0.0134
Timing Repair Buffer             1009            2.30
Multi-Input combinational cell   4054            17.5
Sequential cell                  8224            69.7
Clock buffer                     1040            5.98
Tap cell                        10206            3.60
Inverter                            2         0.00212
Clock inverter                    420           0.938
## state kept, by name, indices dropped and copies added, names as in the netlist
name	count
rd_data	32
mem	8192
## path summary, 6_finish.rpt
| path | endpoint | slack (ns) | cells past startpoint |
|---|---|---|---|
| min reg2reg | rd_data[22] | 1.00 | 5 |
| max reg2reg | rd_data[29] | 28.57 | 6 |
| max | rd_data[25] | 19.04 | 17 |
| min | rd_data[22] | 1.00 | 5 |
## critical path: cells and delay by family
kind                   cells  cell delay (ns)
multiplexers               1             0.57
buffers and inverters     12             5.54
AND/OR/NAND/NOR            1             0.12
AND-OR/OR-AND              3             1.03
## per-stage QoR
step,power [mW],instances
global placement,13.0,23488
global route,22.3,24962
detailed placement,13.1,23495
CTS,21.8,24955
floorplan,12.5,13068
finish,21.7,24974
Power and IR drop assume default switching activity.
