==> flow/config.mk <==
export PLATFORM = sky130hd
export DESIGN_NAME = smallALU
export DESIGN_NICKNAME = smallALU
export VERILOG_FILES = /design/flow/design.v
export SDC_FILE = /design/flow/constraint.sdc
export NUM_CORES = 4
export LEC_CHECK = 1
export CORE_AREA = 10 10 70 70
export DIE_AREA = 0 0 80 80
==> flow/constraint.sdc <==
current_design smallALU

set clk_period 3.2
set clk_io_pct 0.2

create_clock -name clk0 -period $clk_period

set non_clock_inputs [all_inputs -no_clocks]
set_input_delay [expr $clk_period * $clk_io_pct] -clock clk0 $non_clock_inputs
set_output_delay [expr $clk_period * $clk_io_pct] -clock clk0 [all_outputs]
==> flow/design.v <==
module smallALU(add_sub,dataa, datab, result);
input add_sub;
input signed [8:0] dataa, datab;
output logic signed [8:0] result;
always @(*)
begin
	if(add_sub) begin
		result = dataa + datab;
	end else begin
		result = dataa + (~datab+1'b1);
	end
end
endmodule
==> flow/run.sh <==
#!/bin/bash
# OpenROAD 26Q1-2900-gdf79404cd8, Yosys 0.63+post, stock flow scripts
make -C /OpenROAD-flow-scripts/flow DESIGN_CONFIG=/design/flow/config.mk WORK_HOME=/design/flow/orfs finish
==> impl_metrics.json <==
{
  "status": "finished clean",
  "first_global_vias": 900,
  "worst_hold_path_type": "input port to output port",
  "crit_type": "input port to output port",
  "powerDensity_nw_per_um2": 170,
  "viasPerCell": 4.46,
  "dieArea_um2": 6400,
  "netlist.top_cell.by_area": "ha_1",
  "synthCells": 96,
  "leakage_nw": 0.635,
  "maxSlewHeadroom_pct": 75.5,
  "drt_iter0_markers": 39,
  "portBuffers": 28,
  "worstPathRequired_ps": 2560,
  "lay_top_count": "buf_4",
  "area_leaders": "ha_1 28%, inv_1 7.9%, xnor2_1 6.2%",
  "diodes": 0,
  "flop-count": 0,
  "cp_max_fo": 4,
  "yosys_cells": 96,
  "worst_pin_slew_ps": 358,
  "area_delta_synth_final_pct": 85.5,
  "crit_path_end_kind": "output port",
  "fin_setup_tns_ps": 0,
  "gr-total-overflow": 0,
  "fp.dieW_um": 80,
  "wl_um": 2220,
  "critPathLaunchType": "input port",
  "drc": 0,
  "syn_area_um2": 709,
  "register_area_um2": 0,
  "rows": 21,
  "drv_cap": 0,
  "yosysWarnings": 1,
  "setup_viol": 0,
  "warning_count": 40,
  "finalHoldViolations": 0,
  "final_antenna_net_count": 0,
  "wire_per_inst_um": 11.6,
  "whs_ps": 1810,
  "num_vias": 851,
  "grt_max_degree": 9,
  "fp-utilization_pct": 20.8,
  "ys_types": 32,
  "grtUsageTotal_pct": 6.85,
  "die_h_um": 80,
  "fmax_mhz": 322,
  "antenna_found_initial": 0,
  "final_cells": 191,
  "ys_seq_share_pct": 0,
  "dpl.hpwl_um": 1760,
  "place_congestion": 0.899,
  "dp.cells": 183,
  "cp.arrival_ps": 2470,
  "top_cell_area_share_pct": 28.2,
  "core_area_um2": 3420,
  "grt_pass1_wl_um": 3850,
  "maxSlewViolCount": 0,
  "final_cell_mix": "24 x buf_4, 12 x clkdlybuf4s50_1, 10 x inv_1, 10 x ha_1, 6 x inv_2",
  "dr.pass1.iters": 4,
  "clkbuf_count": 0,
  "io_pins": 28,
  "hold_depth": 4,
  "syn_avg_cell_area_um2": 7.39,
  "layout-drive-gt1-share_pct": 37.2,
  "post-route-min-period_ps": 3110,
  "fin_crit_sh_pct": 97.1,
  "ir_drop_v": 0.0000658,
  "ys_area_um2": 709
}
routing by layer:
layer | track usage (%) | wire length [um] | vias to the layer above
met5 | 0 | 0 | -
met4 | 0 | 9 | 0
met3 | 1.48 | 161 | 2
met2 | 11.6 | 975 | 22
met1 | 9.16 | 1080 | 391
li1 | - | - | 436
where the power goes:
part           internal (mW)  switching (mW)  total [mW]
Combinational          0.132          0.0914       0.223
Sequential                 0               0           0
Clock                      0               0           0
Total                  0.132          0.0914       0.223
what timing repair did:
item / 4_1_cts / 5_1_grt
endpoints found under the setup margin: 6 / 6
hold buffers: 0 / 0
resized: 36 / 18
pin swaps: 16 / 17
setup buffers: 8 / 0
final timing paths:
path              startpoint   endpoint  slack, ps
hold / removal      dataa[3]  result[3]       1810
setup / recovery    datab[5]  result[7]         90
synthesized netlist by cell type, drive strengths merged:
library cell	count
a2111oi	1
a211oi	4
a21o	1
a21oi	4
a22oi	1
a31oi	3
and3	1
buf	1
clkbuf	2
fa	2
ha	16
inv	16
mux2i	1
nand2	5
nand2b	3
nand3b	2
nand4	1
nor2	4
nor2b	3
nor3	2
nor4b	1
o21ai	3
o21bai	2
o221ai	1
o311a	1
o311ai	3
o31ai	1
or3	3
xnor2	5
xor2	3
cell type report:
cell class	instances	area [um^2]
fill	363	2100
multi-input combinational	77	762
timing repair buffer	52	437
inverter	16	60.1
tap	46	57.6
critical path, cell delays in order:
cell             delay, ps
clkdlybuf4s50_1        490
inv_1                   70
ha_4                   280
inv_1                   70
a211oi_2               210
o31ai_2                 90
a211oi_2               240
xor2_1                 160
dlygate4sd2_1          210
metrics by stage:
stage	power, mW	area [um^2]	setup slack [ps]	util (%)
CTS	0.218	1270	7.24	37.2
global placement	0.203	1150	-515	33.7
global route	0.248	1320	-5.55	38.5
finish	0.223	1320	91.8	38.5
floorplan	0.0885	709	571	-
detailed placement	0.203	1150	-537	33.7
kinds of logic after synthesis:
logic type	after synthesis	share of synthesized area (%)
AOI/OAI and AO/OA	25	24.7
xor gates and xnor gates	8	9.88
adders and majority gates	18	33.9
buffers and inverters	19	10.6
muxes	1	1.41
and+or+nand+nor	25	19.6
Power is estimated from default activity; no workload was simulated.
