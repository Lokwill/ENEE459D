### config.mk
export PLATFORM = sky130hd
export DESIGN_NAME = pc_counter
export DESIGN_NICKNAME = pc_counter
export VERILOG_FILES = /design/flow/design.v
export SDC_FILE = /design/flow/constraint.sdc
export NUM_CORES = 4
export LEC_CHECK = 1
export CORE_AREA = 10 10 70 70
export DIE_AREA = 0 0 80 80
### constraint.sdc
current_design pc_counter

set clk_period 1.6
set clk_io_pct 0.2

create_clock -name clk0 -period $clk_period [get_ports {clk}]

set non_clock_inputs [all_inputs -no_clocks]
set_input_delay [expr $clk_period * $clk_io_pct] -clock clk0 $non_clock_inputs
set_output_delay [expr $clk_period * $clk_io_pct] -clock clk0 [all_outputs]
### design.v
`timescale 1ns / 1ps
module pc_counter(clk, reset, enable, pc);
input clk;
input reset;
input enable;
output logic [8:0] pc;
always @(posedge clk)
begin
    if(reset)
        pc <= 0;
    else if(enable) 
        pc <= pc + 1;
end
endmodule
### run.sh
#!/bin/bash
# OpenROAD 26Q1-2900-gdf79404cd8, Yosys 0.63+post, stock flow scripts
make -C /OpenROAD-flow-scripts/flow DESIGN_CONFIG=/design/flow/config.mk WORK_HOME=/design/flow/orfs finish
==> flow_metrics.env <==
# yosys + openroad results
export IMPL_antenna_found_initial=0
export IMPL_finalNonFillerCells=102
export IMPL_overflow=0
export IMPL_setup_viol=0
export IMPL_rsz0062_at_grt="false"
export IMPL_setup_ws_ns=0.0863
export IMPL_critical_path_top_delay_family="buffers and inverters"
export IMPL_synth_edff_count=0
export IMPL_syn2layout_area_growth_pct=50.3
export IMPL_logic_area_sq_um=199
export IMPL_nFillCells=403
export IMPL_hold_viol=0
export IMPL_fin_util_pct=17.1
export IMPL_die_size_y_um=80
export IMPL_synth_area_sq_um=388
export IMPL_ys_types=14
export IMPL_xor_share_pct=9.03
export IMPL_critPathKind="reg2out"
export IMPL_drtAntennaViolNets=0
export IMPL_root_buffer="clkbuf_4"
export IMPL_yosysWarningCount=1
export IMPL_synthFlopType="dfxtp_1"
export IMPL_skew_ns=0.00100
export IMPL_cts_tree="done"
export IMPL_coreArea_sq_um=3420
export IMPL_simple_gate_area_share_pct=26.1
export IMPL_power_density_nw_per_um2=768
export IMPL_drtPass1Iterations=4
export IMPL_finalMaxSlewViolations=0
export IMPL_crit_fanout=4
export IMPL_clkSinkCount=9
export IMPL_grt_pass1_vias=351
export IMPL_synthCells=42
export IMPL_place_inst=98
export IMPL_ys_chip_area_sq_um=388
export IMPL_cpMaxStageDelayCell="clkdlybuf4s50_1"
export IMPL_max_slew_margin_pct=76.9
export IMPL_grt_max_degree=10
export IMPL_layout_drive_gt1_share_pct=12.5
export IMPL_die_width_um=80
export IMPL_tool_warnings=25
export IMPL_yosys_cells=42
export IMPL_clk_path_buf_depth=2
export IMPL_grt_use_total_pct=3.05
export IMPL_grt_pass1_wl_um=1610
export IMPL_wl_per_cell_um=9.15
export IMPL_cts_buffers_inserted=3
export IMPL_p_leak_nw=0.188
export IMPL_insertion_delay_ns=0.26
export IMPL_floorplan_core_util_pct=11.4
export IMPL_worst_slew_pin_slew_ns=0.346
export IMPL_drt_iter0_drc=1
export IMPL_flop_area_sq_um=183
export IMPL_top_logic_kind="simple AND/OR/NAND/NOR gates"
export IMPL_clk_pin_slew_ns=0.06
export IMPL_critPathMaxStageDelay_ns=0.51
export IMPL_avgSynthCellArea_sq_um=9.24
export IMPL_drcViolationCount=0
export IMPL_largest_register="pc"
export IMPL_die_area_sq_um=6400
export IMPL_ys_seq_share_pct=46.5
export IMPL_dp_slack_ns=0.0623
export IMPL_worstPathArrival_ns=1.19
export IMPL_hp_class="reg2reg"
export IMPL_num_rows=21
export IMPL_io_buffers=11
export IMPL_synth_most_common_cell="dfxtp_1"
export IMPL_place_area_sq_um=554
export IMPL_ir_drop_mv=0.323
export IMPL_ys_flops=9
export IMPL_vias_per_cell=3.58
export IMPL_finalClockPeriodUsage_pct=94.6
export IMPL_ys_top_cells_by_count="9 x dfxtp_1, 5 x nor2_1"
export IMPL_adder_share_pct=3.23
export IMPL_mux_share_pct=2.58
export IMPL_synthArstFlopShare_pct=0
export IMPL_antenna_cells=0
export IMPL_top_area_share_pct=46.5
export IMPL_tns_ns=0
export IMPL_vias=365
export IMPL_top_regs="pc: 9 flops"
export IMPL_cts_htree_levels=1
export IMPL_largest_reg_flops=9
export IMPL_max_freq_mhz=661
export IMPL_required_ns=1.28
export IMPL_aoi_share_pct=10.3
export IMPL_finalCriticalPeriod_ns=1.51
export IMPL_status="finished, final reports clean"
export IMPL_routabilityCongestion=0.772
export IMPL_drt_wl_total_um=933
export IMPL_crit_path_start_kind="flop"
export IMPL_io_pins=12
export IMPL_path_cells="clkdlybuf4s50_1"
export IMPL_maxCapViolCount=0
export IMPL_path_buffers=1
export IMPL_stdcell_area_sq_um=583
export IMPL_area_leaders="dfxtp_1 46%, xor2_1 6.8%, nand4_1 6.5%, or3_1 6.5%, nand4_4 5.5%"
export IMPL_dp_hpwl_um=732
export IMPL_yosysTopAreaCell="dfxtp_1"
export IMPL_endpoint_kind="output port"
==> final timing paths <==
kind                            cells past startpoint            endpoint  slack, ns                from
worst min register to register                      2  pc[8]$_SDFFE_PP0P_       0.50  pc[8]$_SDFFE_PP0P_
worst min-delay path                                2  pc[8]$_SDFFE_PP0P_       0.50  pc[8]$_SDFFE_PP0P_
worst max-delay path                                1               pc[3]       0.09  pc[3]$_SDFFE_PP0P_
worst max register to register                      4  pc[8]$_SDFFE_PP0P_       0.29  pc[1]$_SDFFE_PP0P_
==> stage by stage <==
step | hold WS [ns] | power (mW)
finish | 0.498 | 0.448
global placement | 0.496 | 0.278
global route | 0.546 | 0.475
floorplan | 0.445 | 0.258
CTS | 0.499 | 0.454
detailed placement | 0.491 | 0.279
==> metal layers <==
metal | up-vias | wire (um) | global-route usage, %
met3 | 2 | 117 | 1.70
met4 | 0 | 12 | 0.880
li1 | 178 | - | -
met1 | 167 | 524 | 4.77
met5 | - | 0 | 0
met2 | 18 | 279 | 3.21
==> worst min-delay path, delay by kind of cell, from the launching register on <==
kind / cells / cell delay, ns
AND-OR/OR-AND: 2 / 0.13
flip-flops: 1 / 0.32
==> cell usage in the layout (no fill, tap or decap), types with 2 or more instances in the layout <==
| cell | count |
|---|---|
| clkdlybuf4s50_1 | 11 |
| dfxtp_1 | 7 |
| nor2_1 | 5 |
| nand4_1 | 4 |
| o21ai_0 | 4 |
| or3_1 | 4 |
| a21oi_1 | 4 |
| nand2_1 | 3 |
| xor2_1 | 3 |
| clkbuf_4 | 3 |
| dfxtp_2 | 2 |
==> power by group <==
part           total, mW  leakage [nW]  internal, mW  switching, mW
sequential         0.239        0.0737         0.230        0.00908
combinational     0.0354        0.0996        0.0219         0.0135
clock              0.173        0.0150        0.0960         0.0771
total              0.448         0.188         0.348         0.0997
==> cells by family (layout without fill, tap and decap cells) <==
| logic type | Yosys count | in the layout |
|---|---|---|
| AND/OR/NAND/NOR | 17 | 17 |
| flip-flops | 9 | 9 |
| AND-OR/OR-AND | 8 | 8 |
| XOR/XNOR | 4 | 4 |
| buffers and inverters | 2 | 16 |
| adder cells (fa/ha/maj) | 1 | 1 |
| multiplexers | 1 | 1 |
==> what timing repair did <==
action	4_1_cts	5_1_grt
resized	0	2
endpoints found under the hold margin	0	0
setup buffers	0	0
endpoints found under the setup margin	0	2
hold buffers	0	0
==> layout make-up <==
class / instances / area share (%)
clock buffers: 4 / 4.51
multi-input cells: 31 / 34.1
repair buffers: 12 / 20.2
flip-flops and latches: 9 / 31.3
well taps: 46 / 9.87
No activity file was given, so power comes from the tool's default toggle rates.
